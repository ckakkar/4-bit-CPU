### design/flow/config.mk
export PLATFORM = sky130hd
export DESIGN_NAME = advanced_cache
export DESIGN_NICKNAME = advanced_cache
export VERILOG_FILES = /design/flow/design.v
export SDC_FILE = /design/flow/constraint.sdc
export NUM_CORES = 4
export LEC_CHECK = 1
export CORE_AREA = 10 10 71 71
export DIE_AREA = 0 0 81 81
### design/flow/constraint.sdc
current_design advanced_cache

set clk_period 1.0
set clk_io_pct 0.2

create_clock -name clk0 -period $clk_period [get_ports {clk}]
create_clock -name clk1 -period $clk_period [get_ports {rst}]

set non_clock_inputs [all_inputs -no_clocks]
set_input_delay [expr $clk_period * $clk_io_pct] -clock clk0 $non_clock_inputs
set_output_delay [expr $clk_period * $clk_io_pct] -clock clk0 [all_outputs]
### design/flow/design.v
module advanced_cache (
    input clk,
    input rst,
    input [7:0] address,                
    input read_enable,                   
    input write_enable,                  
    input [7:0] write_data,              
    input [7:0] backing_read_data,       
    input backing_valid,                 
    output reg [7:0] data_out,           
    output reg cache_hit,                
    output reg cache_miss,               
    output reg [7:0] backing_addr,       
    output reg backing_read_enable,      
    output reg backing_write_enable,     
    output reg [7:0] backing_write_data,  
    output reg [7:0] backing_write_addr,  
    output reg [31:0] hit_count,         
    output reg [31:0] miss_count,        
    output reg [31:0] writeback_count    
);
    localparam NUM_SETS = 8;
    localparam NUM_WAYS = 2;
    reg [7:0] cache_data [0:NUM_SETS-1][0:NUM_WAYS-1];
    reg [4:0] cache_tag [0:NUM_SETS-1][0:NUM_WAYS-1];   
    reg cache_valid [0:NUM_SETS-1][0:NUM_WAYS-1];       
    reg cache_dirty [0:NUM_SETS-1][0:NUM_WAYS-1];       
    reg [NUM_SETS-1:0] lru_bit;                         
    wire [4:0] tag = address[7:3];       
    wire [2:0] set_index = address[2:0];  
    reg [1:0] state;
    localparam STATE_IDLE = 2'b00;
    localparam STATE_READ_MISS = 2'b01;
    localparam STATE_WRITE_MISS = 2'b10;
    localparam STATE_WRITEBACK = 2'b11;
    reg [2:0] victim_set;
    reg [1:0] victim_way;
    reg [7:0] victim_addr;
    reg [7:0] victim_data;
    integer i, j;
    always @(posedge rst) begin
        for (i = 0; i < NUM_SETS; i = i + 1) begin
            for (j = 0; j < NUM_WAYS; j = j + 1) begin
                cache_valid[i][j] <= 0;
                cache_dirty[i][j] <= 0;
                cache_tag[i][j] <= 5'b0;
                cache_data[i][j] <= 8'b0;
            end
            lru_bit[i] <= 0;
        end
        hit_count <= 32'b0;
        miss_count <= 32'b0;
        writeback_count <= 32'b0;
        state <= STATE_IDLE;
    end
    always @(posedge clk or posedge rst) begin
        if (rst) begin
        end else begin
            case (state)
                STATE_IDLE: begin
                    backing_read_enable <= 0;
                    backing_write_enable <= 0;
                    cache_hit <= 0;
                    cache_miss <= 0;
                    if (read_enable) begin
                        if (cache_valid[set_index][0] && cache_tag[set_index][0] == tag) begin
                            cache_hit <= 1;
                            cache_miss <= 0;
                            data_out <= cache_data[set_index][0];
                            lru_bit[set_index] <= 1;   
                            hit_count <= hit_count + 1;
                        end else if (cache_valid[set_index][1] && cache_tag[set_index][1] == tag) begin
                            cache_hit <= 1;
                            cache_miss <= 0;
                            data_out <= cache_data[set_index][1];
                            lru_bit[set_index] <= 0;   
                            hit_count <= hit_count + 1;
                        end else begin
                            cache_miss <= 1;
                            miss_count <= miss_count + 1;
                            if (lru_bit[set_index] == 0) begin
                                victim_way <= 1;
                                if (cache_dirty[set_index][1] && cache_valid[set_index][1]) begin
                                    state <= STATE_WRITEBACK;
                                    victim_addr <= {cache_tag[set_index][1], set_index, 3'b0};
                                    victim_data <= cache_data[set_index][1];
                                    victim_set <= set_index;
                                end else begin
                                    state <= STATE_READ_MISS;
                                    backing_addr <= address;
                                    backing_read_enable <= 1;
                                end
                            end else begin
                                victim_way <= 0;
                                if (cache_dirty[set_index][0] && cache_valid[set_index][0]) begin
                                    state <= STATE_WRITEBACK;
                                    victim_addr <= {cache_tag[set_index][0], set_index, 3'b0};
                                    victim_data <= cache_data[set_index][0];
                                    victim_set <= set_index;
                                end else begin
                                    state <= STATE_READ_MISS;
                                    backing_addr <= address;
                                    backing_read_enable <= 1;
                                end
                            end
                        end
                    end else if (write_enable) begin
                        if (cache_valid[set_index][0] && cache_tag[set_index][0] == tag) begin
                            cache_data[set_index][0] <= write_data;
                            cache_dirty[set_index][0] <= 1;   
                            cache_hit <= 1;
                            cache_miss <= 0;
                            lru_bit[set_index] <= 1;
                            hit_count <= hit_count + 1;
                        end else if (cache_valid[set_index][1] && cache_tag[set_index][1] == tag) begin
                            cache_data[set_index][1] <= write_data;
                            cache_dirty[set_index][1] <= 1;   
                            cache_hit <= 1;
                            cache_miss <= 0;
                            lru_bit[set_index] <= 0;
                            hit_count <= hit_count + 1;
                        end else begin
                            cache_miss <= 1;
                            miss_count <= miss_count + 1;
                            if (lru_bit[set_index] == 0) begin
                                victim_way <= 1;
                                if (cache_dirty[set_index][1] && cache_valid[set_index][1]) begin
                                    state <= STATE_WRITEBACK;
                                    victim_addr <= {cache_tag[set_index][1], set_index, 3'b0};
                                    victim_data <= cache_data[set_index][1];
                                    victim_set <= set_index;
                                end else begin
                                    state <= STATE_WRITE_MISS;
                                    backing_addr <= address;
                                    backing_read_enable <= 1;   
                                end
                            end else begin
                                victim_way <= 0;
                                if (cache_dirty[set_index][0] && cache_valid[set_index][0]) begin
                                    state <= STATE_WRITEBACK;
                                    victim_addr <= {cache_tag[set_index][0], set_index, 3'b0};
                                    victim_data <= cache_data[set_index][0];
                                    victim_set <= set_index;
                                end else begin
                                    state <= STATE_WRITE_MISS;
                                    backing_addr <= address;
                                    backing_read_enable <= 1;
                                end
                            end
                        end
                    end
                end
                STATE_READ_MISS: begin
                    if (backing_valid) begin
                        cache_tag[victim_set][victim_way] <= tag;
                        cache_valid[victim_set][victim_way] <= 1;
                        cache_data[victim_set][victim_way] <= backing_read_data;
                        cache_dirty[victim_set][victim_way] <= 0;
                        data_out <= backing_read_data;
                        lru_bit[victim_set] <= ~lru_bit[victim_set];
                        backing_read_enable <= 0;
                        state <= STATE_IDLE;
                    end
                end
                STATE_WRITE_MISS: begin
                    if (backing_valid) begin
                        cache_tag[victim_set][victim_way] <= tag;
                        cache_valid[victim_set][victim_way] <= 1;
                        cache_data[victim_set][victim_way] <= write_data;   
                        cache_dirty[victim_set][victim_way] <= 1;   
                        data_out <= write_data;
                        lru_bit[victim_set] <= ~lru_bit[victim_set];
                        backing_read_enable <= 0;
                        state <= STATE_IDLE;
                    end
                end
                STATE_WRITEBACK: begin
                    backing_write_enable <= 1;
                    backing_write_addr <= victim_addr;
                    backing_write_data <= victim_data;
                    writeback_count <= writeback_count + 1;
                    cache_dirty[victim_set][victim_way] <= 0;
                    if (read_enable) begin
                        state <= STATE_READ_MISS;
                        backing_addr <= address;
                        backing_read_enable <= 1;
                    end else begin
                        state <= STATE_WRITE_MISS;
                        backing_addr <= address;
                        backing_read_enable <= 1;
                    end
                    backing_write_enable <= 0;
                end
                default: begin
                    state <= STATE_IDLE;
                end
            endcase
        end
    end
endmodule
### design/flow/run.sh
#!/bin/bash
# OpenROAD 26Q1-2900-gdf79404cd8, Yosys 0.63+post, stock flow scripts
make -C /OpenROAD-flow-scripts/flow DESIGN_CONFIG=/design/flow/config.mk WORK_HOME=/design/flow/orfs finish
==> impl_metrics.json <==
{
  "outcome": "finished, final reports clean",
  "end_kind": "flop",
  "synth_cells": 136,
  "total_power_uw": 2240,
  "cp_num_buf_inv": 2,
  "synth_flops": 9,
  "slowest_delay_ns": 0.24,
  "dp_hpwl_um": 2160,
  "ys_cells": 136,
  "synth_area_mm2": 0.00122,
  "chip_area_mm2": 0.00656,
  "regArea_um2": 270,
  "worstPathRequired_ns": 0.95,
  "critPathMaxFanout": 4,
  "vias_per_cell": 2.59,
  "min_path_cells": 4,
  "die_w_um": 81,
  "crit_path_start": "rst",
  "cp_cell_sequence": "buf_8 > o21ba_4 > buf_8",
  "synth_area_leader_cell": "buf_4",
  "p_leak_uw": 0.000646,
  "ys_seq_share_pct": 22.2,
  "drc": 0,
  "die_h_um": 81,
  "initial_core_util_pct": 33.5,
  "crit_cells": 3,
  "yosys-stat-area_mm2": 0.00122,
  "cp_top_family": "AND-OR/OR-AND gates",
  "io_buffer_count": 20,
  "antenna_found_initial": 0,
  "finalWorstSetupSlack_ns": 0.0101,
  "area_growth_pct": -8.12,
  "drv_slew": 0,
  "min_path_type": "clk2reg",
  "crit_arrival_ns": 0.94,
  "totalWireLength_um": 2500,
  "fillCellCount": 395,
  "avgSynthCellArea_um2": 8.95,
  "grt_pass1_wl_um": 2970,
  "yosys_warnings": 697,
  "openroad.warnings": 45,
  "ios": 161,
  "grt_max_degree": 6,
  "num_vias": 549,
  "final-hold-violation-count": 0,
  "synth_top_area_share_pct": 75.8,
  "finalSetupViolCount": 0,
  "postRouteAntennaNets": 0,
  "path_class": "clk2reg",
  "postCtsSetupBuffers": 0,
  "drt-pass1-iter-count": 2,
  "rsz0062_at_grt": "false",
  "ctsHoldBuffers": 0,
  "drt_iter0_drc": 5,
  "slowest_stage": "o21ba_4",
  "worstHoldStart": "rst",
  "num_antenna_cells": 0,
  "drive_gt1_share_pct": 9.15,
  "logic_area_um2": 480,
  "rows": 22,
  "wl_per_cell_um": 11.8,
  "synth_cell_types": 6,
  "worstSetupStartpointType": "clock port",
  "globalRouteTotalUtil_pct": 5.65,
  "gp_congestion": 0.742,
  "coreArea_mm2": 0.00363,
  "power_density_mw_per_mm2": 2010,
  "cts.clk_slew.worst_paths_ns": 0.04,
  "grt_pass1_vias": 692,
  "cts_tree": "done",
  "hold_end": "backing_read_enable$_SDFFCE_PP1N_",
  "pre_cts_ws_ns": -0.198,
  "cp_common_cell": "buf_8",
  "ir_drop_uv": 456,
  "topCellsByArea": "buf_4, edfxtp_1, o21ba_2",
  "max_cap_violations": 0,
  "grt-ovfl-total": 0
}
-- worst min-delay path, cell delays in order --
cell      delay (ns)
clkbuf_8        0.09
clkbuf_8        0.11
clkbuf_8        0.10
inv_1           0.03
-- per-stage QoR --
step | hold WS [ns] | instances | setup TNS [ns] | util, % | area (um^2)
floorplan | 0.188 | 257 | -0.418 | - | 1680
global placement | 0.188 | 202 | -1.59 | 27.9 | 1010
detailed placement | 0.188 | 202 | -1.71 | 27.9 | 1010
CTS | 0.270 | 212 | -0.173 | 31.1 | 1130
global route | 0.276 | 212 | 0 | 30.8 | 1120
finish | 0.273 | 212 | 0 | 30.8 | 1120
-- logic make-up (layout without fill, tap and decap cells) --
| group | after synthesis | count (layout) | synth area share [%] |
|---|---|---|---|
| DFF | 9 | 9 | 22.2 |
| buffers and inverters | 124 | 31 | 76.2 |
| AOI/OAI and AO/OA | 1 | 1 | 0.822 |
| and+or+nand+nor | 1 | 1 | 0.514 |
| other | 1 | 122 | 0.308 |
-- final cells by class --
class / instances / share of cell area (%)
clock buffers: 10 / 11.7
clock inverters: 1 / 0.336
multi-input cells: 124 / 43.0
flip-flops and latches: 9 / 24.2
well taps: 48 / 5.37
repair buffers: 20 / 15.4
-- how the worst max path moves through the flow --
| stage | endpoint | slack (ns) |
|---|---|---|
| after global routing | backing_addr[4] | 0.0006 |
| after CTS | backing_addr[5]$_DFFE_PP_ | -0.03 |
| final | backing_addr[2]$_DFFE_PP_ | 0.01 |
-- where the power goes --
part | total (uW) | switching [uW] | internal (uW)
registers | 734 | 47.7 | 687
clock network | 1220 | 341 | 879
logic | 290 | 76.3 | 213
total | 2240 | 465 | 1780
-- flip-flops by register name (all words and copies together) (netlist names) --
name	cells
backing_addr	8
backing_read_enable	1
-- metal layers --
| layer | vias to the layer above | GRT usage [%] | routed length (um) |
|---|---|---|---|
| li1 | 227 | - | - |
| met1 | 227 | 5.21 | 876 |
| met2 | 88 | 9.16 | 1150 |
| met3 | 7 | 4.01 | 413 |
| met4 | 0 | 2.94 | 54 |
| met5 | - | 0 | 0 |
-- cells in the final DEF (no fill, tap or decap) --
cell,count
inv_1,1
edfxtp_1,9
conb_1,122
clkdlybuf4s15_1,5
o21ba_4,1
buf_8,3
buf_2,2
clkbuf_1,1
clkdlybuf4s50_1,8
clkbuf_8,6
dlygate4sd2_1,2
or2_1,1
clkbuf_2,3
-- repair_timing --
action / 4_1_cts / 5_1_grt
setup endpoints to repair: 18 / 11
gates cloned: 0 / 0
resized: 24 / 6
-- Yosys cell counts, drive strengths merged --
master	instances
buf	123
conb	1
edfxtp	9
inv	1
o21ba	1
or2	1
Power and IR drop assume default switching activity.
